===== flow/constraint.sdc =====
current_design CONV_FILTER

set clk_period 10.7
set clk_io_pct 0.2

create_clock -name clk0 -period $clk_period [get_ports {clk}]

set non_clock_inputs [all_inputs -no_clocks]
set_input_delay [expr $clk_period * $clk_io_pct] -clock clk0 $non_clock_inputs
set_output_delay [expr $clk_period * $clk_io_pct] -clock clk0 [all_outputs]

===== flow/config.mk =====
export PLATFORM = sky130hd
export DESIGN_NAME = CONV_FILTER
export DESIGN_NICKNAME = CONV_FILTER
export VERILOG_FILES = /design/flow/design.v
export SDC_FILE = /design/flow/constraint.sdc
export NUM_CORES = 4
export LEC_CHECK = 1
export CORE_UTILIZATION = 50

===== flow/run.sh =====
#!/bin/bash
# OpenROAD 26Q1-2900-gdf79404cd8, Yosys 0.63+post, stock flow scripts
make -C /OpenROAD-flow-scripts/flow DESIGN_CONFIG=/design/flow/config.mk WORK_HOME=/design/flow/orfs finish

===== flow/design.v =====
module CONV_FILTER(
	input                         clk,
	input                         rst,
    input                         valid,
	input 					      packet_video,
	input	     [7:0]            r_in,
	input	     [7:0]            g_in,
	input	     [7:0]            b_in,
    input        [10:0]           x_in,
    input        [10:0]           y_in,
	output reg   [7:0] 			  r_out,
	output reg   [7:0] 			  g_out,
	output reg   [7:0] 			  b_out
);
reg [23:0] prev_pixel [1:0];
always @(posedge clk) begin
	if (~packet_video) begin
		r_out <= r_in;
		g_out <= g_in;
		b_out <= b_in;
	end
	else if(valid) begin
		prev_pixel[1] <= prev_pixel[0];
		prev_pixel[0] <= {r_in,g_in,b_in};
		if (x_in==0) begin
			{r_out,g_out,b_out} <= 24'b0;
		end
		else begin
			r_out <= ( r_in + prev_pixel[0][23:16] + prev_pixel[1][23:16] ) / 3;
			g_out <= ( g_in + prev_pixel[0][15:8] + prev_pixel[1][15:8] ) / 3;
			b_out <= ( b_in + prev_pixel[0][7:0] + prev_pixel[1][7:0] ) / 3;
		end
	end
end
endmodule

==> results.rst <==
Run summary
-----------

.. list-table::
   :header-rows: 1

   * - Metric
     - Value
   * - Internal Dissipation
     - 0.00110 W
   * - Count of final hold-check violations
     - 0
   * - Final-report max-slew violation count
     - 0
   * - Cells on worst reg2reg path
     - 25
   * - Fraction of final layout cells with drive strength greater than 1
     - 0.0919
   * - Peak Freq
     - 113 MHz
   * - Worst-path fanout max
     - 10
   * - Global-route wire length before repair
     - 26.5 mm
   * - Smallest hold slack
     - 0.454 ns
   * - Hpwl dp
     - 11.5 mm
   * - Least-Margin Pin Slew
     - 0.910 ns
   * - Outcome
     - complete, no violations
   * - Number of unique standard cell types used by synthesis
     - 99
   * - Setup slack of the critical path after layout
     - 1.87 ns
   * - Chip area line of the yosys report
     - 0.00679 sq mm
   * - Post-CTS setup buffer count
     - 0
   * - CTS resizes
     - 0
   * - Sequential group share of total power
     - 0.201
   * - Normalized max-slew margin
     - 0.392
   * - Clock latency on the worst-skew pair
     - 0.34 ns
   * - Switching Fraction
     - 0.424
   * - Standby leakage power
     - 2.98 nW
   * - Via density
     - 6.11
   * - Clock buffers created by TritonCTS
     - 9
   * - Setup CP Type
     - in2reg
   * - Net switching power figure
     - 0.000808 W
   * - Root buffer cell
     - clkbuf_16
   * - Remaining DRCs
     - 0
   * - Worst vdd rail ir drop
     - 0.131 mV
   * - Type of the tightest min-delay check
     - reg2reg
   * - Number of enable flip-flop cells
     - 72
   * - Xor-xnor portion of the synthesized cell area
     - 0.0348
   * - Maximum number of pins on one net before global-route repair
     - 39
   * - Fa+ha+maj area frac
     - 0.131
   * - Post-Place Setup Slack
     - 1.60 ns
   * - Share of the yosys chip area belonging to registers
     - 0.318
   * - Total grt overflow
     - 0
   * - Sort of element at the start of the critical path
     - input pin
   * - Antenna-violating nets left
     - 0
   * - Number of vias in the routed layout
     - 5660
   * - Count of hold-fix buffers inserted at cts
     - 0
   * - Critical R2R Launch
     - prev_pixel[0][17]$_DFFE_PP_
   * - Skew final
     - 0.00766 ns
   * - Synthesized netlist cell count
     - 698
   * - Cell area after synthesis
     - 0.00679 sq mm
   * - Largest logic family
     - AND-OR/OR-AND gates
   * - Critical R2R Capture
     - r_out[0]$_DFFE_PP_
   * - Required time reported for the critical path endpoint
     - 10.77 ns
   * - Min cycle time layout
     - 8.83 ns
   * - Maximum clock path buffer count
     - 2
   * - Average detailed-routed wire length per instance
     - 16.7 microns
   * - Area of the core region
     - 0.0132 sq mm
   * - Layout Area Growth over Synthesis
     - 15.3%
   * - Number of maximum-capacitance constraint violations
     - 0
   * - Mean cell area of the mapped netlist
     - 9.73 sq um
   * - Sink count of the clock tree
     - 72
   * - HP Start
     - prev_pixel[0][7]$_DFFE_PP_
   * - Basic-gate share of the synthesized area counting and, or, nand and nor cells
     - 0.166
   * - Number of logged tool warnings
     - 38
   * - Register clock-pin slew on the reported worst setup and hold paths
     - 0.06 ns
   * - Worst reg-to-reg setup slack
     - 3.92 ns
   * - Critical path endpoint category
     - register
   * - Number of H-tree levels
     - 3
   * - Tally of buffers added on design ports
     - 61
   * - Setup repair after global routing missed its margin
     - false
   * - I/O pin total
     - 74
   * - Antenna diode count
     - 0
   * - Final GP Congestion
     - 0.895
   * - Detailed Route WL
     - 15.5 mm
   * - Setup total negative slack
     - 0 ns
   * - Min-Delay Endpoint
     - prev_pixel[1][7]$_DFFE_PP_
   * - Width of the chip
     - 119 microns
   * - Instance count along the most critical hold path
     - 0
   * - Vias in the first global route
     - 5341
   * - Data arrival time at the worst-slack endpoint
     - 8.90 ns
   * - Clock tree from TritonCTS
     - yes
   * - Share of async-settable or async-resettable flops after synthesis
     - 0
   * - Total iterations of the first detailed-routing run
     - 6
   * - Power per cell area
     - 243 mW/mm^2
   * - Starting DRC count in detailed routing
     - 321
   * - Period utilisation layout
     - 0.825
   * - Fraction of the mapped netlist area in compound gates
     - 0.283
   * - Initial antenna violation count
     - 0
   * - Predominant post-synthesis flop cell
     - edfxtp_1
   * - Share of power burned in combinational logic
     - 0.622
   * - Floorplan core density
     - 0.513
   * - Number of storage elements in the synthesis netlist
     - 72
   * - Mux area share
     - 0.0169
   * - Clock network fraction of design power
     - 0.178
   * - Cells in synth_stat.txt
     - 698
   * - Yosys Warn Count
     - 2
   * - Floorplan die height
     - 119 microns
   * - Die footprint
     - 0.0141 sq mm
   * - Number of placement rows
     - 42
   * - Global router's overall resource usage
     - 0.244
   * - Final count of negative-setup-slack endpoints
     - 0
[layer usage]
metal / routed length, microns / vias to the layer above / global-route usage
met3: 1020 / 11 / 0.0566
met5: 0 / - / 0
li1: - / 2787 / -
met1: 7620 / 2684 / 0.421
met2: 6660 / 178 / 0.338
met4: 187 / 0 / 0.0293
[worst max path at each step]
stage | start | to | slack [ns] | depth (start not counted)
CTS | r_in[1] | r_out[0]$_DFFE_PP_ | 1.90 | 26
global route | r_in[1] | r_out[0]$_DFFE_PP_ | 1.35 | 26
finish | r_in[1] | r_out[0]$_DFFE_PP_ | 1.87 | 26
[layout make-up]
class,count,area [sq um]
Inverter,44,165
Timing Repair Buffer,67,656
Tap cell,176,220
Fill cell,1089,5410
Sequential cell,72,2160
Clock inverter,6,109
Multi-Input combinational cell,553,4300
Clock buffer,9,225
[per-stage QoR]
stage	total power (W)	cell area (sq um)	util	cells
floorplan	0.00131	6790	-	698
global placement	0.00154	7500	0.566	912
detailed placement	0.00156	7500	0.566	912
CTS	0.00191	7830	0.592	927
global route	0.00207	7830	0.592	927
finish	0.00191	7830	0.592	927
[power by group through the flow]
stage	Combinational (W)	Clock [W]	Sequential (W)
5_1_grt	0.00133	0.000360	0.000387
6_report	0.00118	0.000339	0.000382
4_1_cts	0.00118	0.000348	0.000383
[layout by cell type (no fill, tap or decap), types with 8 or more instances in the layout]
cell type / count
a21o_1: 23
o21ai_0: 26
nand2_1: 47
a21oi_1: 40
o2bb2ai_1: 13
a31oi_1: 10
o22ai_1: 8
and3_1: 8
a211oi_1: 11
nand3_1: 22
inv_1: 44
nor2_1: 54
nor3_1: 24
edfxtp_1: 72
ha_1: 27
xor2_1: 12
xnor2_1: 15
o21ai_1: 8
clkdlybuf4s50_1: 61
clkbuf_16: 9
fa_1: 27
[cells by family (layout without fill, tap and decap cells)]
| kind of cell | count (synthesis) | count (layout) |
|---|---|---|
| xor+xnor | 27 | 27 |
| fa+ha+maj | 55 | 55 |
| buf+inv | 73 | 126 |
| simple gates | 216 | 216 |
| compound gates | 244 | 244 |
| mux | 11 | 11 |
| flops | 72 | 72 |
[critical path, stage by stage]
cell,delay (ns)
clkdlybuf4s50_1,0.52
inv_1,0.09
fa_1,0.53
inv_1,0.04
ha_1,0.23
fa_1,0.50
a211oi_1,0.32
nor2_1,0.13
o31ai_2,0.47
nor2_1,0.14
ha_1,0.32
nor2b_1,0.24
o21ai_0,0.13
a21oi_1,0.14
o211ai_1,0.16
and3_1,0.36
nand3_1,0.14
o2111ai_2,0.29
mux2_2,0.38
o32a_1,0.30
ha_1,0.28
a31o_1,0.19
a2111oi_0,0.38
o311ai_0,0.20
o21ai_0,0.13
a32oi_1,0.12
[cell usage after synthesis (4+ instances only)]
library cell | instances | area [sq um]
edfxtp_1 | 72 | 2160
nor2_1 | 54 | 203
nand2_1 | 47 | 176
inv_1 | 44 | 165
a21oi_1 | 40 | 200
fa_1 | 27 | 541
ha_1 | 27 | 338
o21ai_0 | 26 | 130
nor3_1 | 24 | 120
a21o_1 | 23 | 173
nand3_1 | 22 | 110
clkbuf_1 | 16 | 60.1
xnor2_1 | 15 | 131
o2bb2ai_1 | 13 | 114
xor2_1 | 12 | 105
a211oi_1 | 11 | 82.6
a31oi_1 | 10 | 62.6
and3_1 | 8 | 50.1
o21ai_1 | 8 | 40.0
o22ai_1 | 8 | 50.1
mux2i_1 | 7 | 70.1
nor2b_1 | 7 | 43.8
o21a_1 | 7 | 52.6
buf_2 | 6 | 30.0
nand4_1 | 6 | 37.5
or3_1 | 6 | 37.5
a211o_1 | 5 | 43.8
a22oi_1 | 5 | 37.5
and2_1 | 5 | 31.3
o211ai_1 | 5 | 37.5
a21boi_1 | 4 | 30.0
a31o_1 | 4 | 35.0
a32oi_1 | 4 | 35.0
clkbuf_8 | 4 | 55.1
mux2_2 | 4 | 45.0
nand3b_1 | 4 | 30.0
nor4_1 | 4 | 25.0
o21bai_1 | 4 | 30.0
[flip-flops by register name (all words and copies together) (netlist names)]
signal and count:
prev_pixel 48, g_out 8, r_out 8, b_out 8
Power is estimated from default activity; no workload was simulated.
